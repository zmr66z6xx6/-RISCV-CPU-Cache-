==> flow/design.v <==
`timescale 1ns / 1ps
module ALU(
    input [31:0]num1, 
    input [31:0]num2, 
    input [3:0]alucontrol,
    output reg [31:0]ans
    );
    wire signed [31:0]r1 = num1;
    wire signed [31:0]r2 = num2;
    always@(*)begin
        case(alucontrol)
            4'b0001:begin
                ans<=num1+num2;
            end
            4'b0010:begin
                ans<=num1-num2;
            end
            4'b0011:begin
                ans<=num1&num2;
            end
            4'b0100:begin
                ans<=num1|num2;
            end
            4'b0101:begin
                ans<=num1^num2;
            end
            4'b0110:begin
                ans<=num1<<num2;
            end
            4'b0111:begin
                ans<=num1>>num2;
            end
            4'b1000:begin
                ans<=$signed(num1)>>>num2;
            end
            4'b1001:begin
                ans<=(num1<num2)?32'b1:32'b0;
            end
            4'b1010:begin
                ans<=(r1<r2)?32'b1:32'b0;
            end
            4'b0000:begin
                ans<=num2;  
            end
            default:begin
                ans<=32'b0;
            end
        endcase
    end
endmodule
==> flow/run.sh <==
#!/bin/bash
# OpenROAD 26Q1-2900-gdf79404cd8, Yosys 0.63+post, stock flow scripts
make -C /OpenROAD-flow-scripts/flow DESIGN_CONFIG=/design/flow/config.mk WORK_HOME=/design/flow/orfs finish
==> flow/config.mk <==
export PLATFORM = sky130hd
export DESIGN_NAME = ALU
export DESIGN_NICKNAME = ALU
export VERILOG_FILES = /design/flow/design.v
export SDC_FILE = /design/flow/constraint.sdc
export NUM_CORES = 4
export LEC_CHECK = 1
export CORE_UTILIZATION = 50
==> flow/constraint.sdc <==
current_design ALU

set clk_period 14.1
set clk_io_pct 0.2

create_clock -name clk0 -period $clk_period

set non_clock_inputs [all_inputs -no_clocks]
set_input_delay [expr $clk_period * $clk_io_pct] -clock clk0 $non_clock_inputs
set_output_delay [expr $clk_period * $clk_io_pct] -clock clk0 [all_outputs]
==> Slide: Implementation Results <==
Key Metrics from the Run

Outcome
  • Outcome: completed

Worst setup path
  • WS Path Type: primary input to output pin
  • Startpoint types: primary input
  • Crit path DRT: 11.28 ns
  • Crit Path Max Fanout: 36
  • Worst setup EP type: output pin
  • Crit path DAT: 7.59 ns

Yosys
  • Distinct lib cells used: 84
  • Top post-synthesis cells by count: nand2_1 (164), nor2_1 (146), o21ai_0 (135), a21oi_1 (129), ha_1 (100)
  • Biggest area consumer among synthesized cells: ha_1
  • Synth top cell by count: nand2_1
  • Synth top area share: 13.00%
  • Syn Area/Cell: ~6.5 um^2
  • Syn. warnings: 1
  • Synth logic family: AND-OR/OR-AND gates
  • Synth Cell Area: 9622 um^2
  • Mux area share: 14.75%
  • Biggest area cells: ha_1 (13%), o21ai_0 (7.0%), a21oi_1 (6.7%)
  • Aoi share: 40.52%
  • Post-synth seq share: 0%
  • XOR/XNOR Area Share: less than 1%
  • Yosys stat chip area: ~9600 um^2
  • Yosys stat cell total: 1474
  • Post-Syn Instances: between 1000 and 1500
  • Yosys simple share: 21.85%
  • Post-synthesis adder-cell area fraction: 13.42%

Worst hold path
  • Hold Path End: ans[2]
  • Worst hold path depth: 4
  • HP Class: primary input to output pin
  • HP Start: num2[2]

Final timing
  • Normalized max-slew margin: a little under a third
  • Final Cycle Share: 73.86%
  • Final Max Slew Viols: 0
  • RSZ-0062 raised after global routing: false
  • Final worst slack: between 3 and 4 ns
  • Post-layout min period: 10.41 ns
  • Worst Tran Pin Value: 1.033 ns
  • Hold_ws: 6.693 ns
  • F_max: 96.02 MHz
  • Final Hold Viols: 0
  • Fin Setup TNS: 0 ns
  • Setup violations, final: 0

Cells and area
  • Layout area overhead: 10.49%
  • Fillers: 1878
  • Storage element area: 0 um^2
  • Fin util: between 50% and 60%
  • Final Non-Filler Cells: 1717
  • Clk_buf instances: 0
  • Seq Cell Count: 0
  • Cell area after layout: 10630 um^2
  • Layout cell share with drive strength beyond 1: 7.760%

Power
  • Maximum vdd drop: 0.02779 mV
  • Final Power: 385.9 uW
  • Leakage: 4.337 nW
  • PwrDens: 36.30 nW/um^2

Floorplanning
  • Die height: 140.7 um
  • Core Area: approximately 19000 um^2
  • Num rows: 50
  • Die ar.: between 15000 and 20000 um^2
  • # IOs: 100
  • Die X-Extent: ~140 um
  • Floorplan Utilization: 51.27%

Clocking
  • CTS Hold Bufs: 0
  • # resized after CTS: 0
  • Post-CTS Setup Inserts: 0

Drt
  • Drt initial violations: between 1500 and 2000
  • WL/cell: 26.38 um
  • Post-DR vias/cell: 7.091
  • Via Count: 12176
  • DRC Markers: 0
  • DRT Pass-1 Iters: 5
  • Final WL: ~45000 um
  • Final ANT Viol Nets: 0

Run
  • Tool warnings: 101
  • Max-cap check violation count: 0

Place
  • IO Port Bufs: 100
  • Placed cells: approximately 1700
  • Area after DPL: 10630 um^2
  • GP Congestion: between 1 and 1.5
  • Setup slack at placement: 3.791 ns
  • Hpwl dp: 34760 um

GRT
  • Initial antenna violation count: 1
  • GRT overflow: 0
  • Vias in the first global route: roughly 11000
  • Pin count of the biggest net entering global routing: 71
  • Total Routing Usage GR: a little under half
  • First-pass GRT wire length: 68500 um
## power breakdown
part / internal (mW) / leakage [nW] / switching [mW]
Combinational: 0.152 / 4.34 / 0.234
Sequential: 0 / 0 / 0
Clock: 0.0000000000000000980 / 0.00000941 / 0
Total: 0.152 / 4.34 / 0.234
## routing by layer
metal | share of wire [%] | global-route usage (%) | wire length [um] | vias up
met3 | 11 | 8.581 | 5056 | 163
met1 | 40 | 64.25 | 18070 | 5559
met4 | 6.8 | 24.31 | 3072 | 2
met2 | 42 | 69.78 | 19090 | 899
met5 | 0.029 | 0 | 13 | -
li1 | - | - | - | 5553
## placed cells by master (no fill, tap or decap), types with 13 or more instances in the layout
cell type / n
o221ai_1: 13
ha_1: 100
mux2_2: 34
mux4_2: 18
a221o_1: 18
nor2_1: 145
a21oi_1: 129
nand2b_1: 14
nor2b_1: 14
o22ai_1: 13
a22oi_1: 23
o21bai_1: 13
o21ai_0: 135
a211oi_1: 25
clkdlybuf4s50_1: 95
buf_4: 30
nor3_1: 26
a221oi_1: 27
inv_1: 91
nand2_1: 164
a21o_1: 21
o31ai_1: 15
o211ai_1: 29
nand3_1: 39
mux2i_1: 63
## worst max-delay path, cell delays in order
cell,delay (ns)
clkdlybuf4s50_1,0.46
buf_4,0.39
clkinv_1,0.42
ha_1,0.53
nor3b_1,0.20
o31a_1,0.29
a211oi_2,0.52
a41oi_2,0.30
o211ai_1,0.35
nand3_1,0.14
a21oi_1,0.21
nor2_1,0.09
o211a_1,0.21
a22oi_1,0.16
clkdlybuf4s50_1,0.50
## kinds of logic (layout without fill, tap and decap cells)
logic type | count (synthesis) | after routing
buffers and inverters | 214 | 222
other | 0 | 1
adders and majority gates | 102 | 102
xor gates and xnor gates | 7 | 7
and+or+nand+nor | 466 | 466
AOI/OAI and AO/OA | 570 | 570
muxes | 115 | 115
## area by class of cell
type	instances	area (um^2)	share of cell area, %
Antenna cell	1	2.502	0.02354
Inverter	93	349.1	3.284
Multi-Input combinational cell	1260	8791	82.69
Tap cell	234	292.8	2.754
Timing Repair Buffer	129	1196	11.25
## worst max-delay path by stage
stage     startpoint  endpoint  slack (ns)
4_1_cts      num2[5]   ans[30]        3.78
5_1_grt      num2[5]   ans[26]        3.47
6_report     num2[5]   ans[30]        3.69
Power is estimated from default activity; no workload was simulated.
