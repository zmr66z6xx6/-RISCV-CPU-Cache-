[/design/flow/run.sh]
#!/bin/bash
# OpenROAD 26Q1-2900-gdf79404cd8, Yosys 0.63+post, stock flow scripts
make -C /OpenROAD-flow-scripts/flow DESIGN_CONFIG=/design/flow/config.mk WORK_HOME=/design/flow/orfs finish
[/design/flow/config.mk]
export PLATFORM = sky130hd
export DESIGN_NAME = IF
export DESIGN_NICKNAME = IF
export VERILOG_FILES = /design/flow/design.v
export SDC_FILE = /design/flow/constraint.sdc
export NUM_CORES = 4
export LEC_CHECK = 1
export CORE_UTILIZATION = 30
[/design/flow/constraint.sdc]
current_design IF

set clk_period 6.7
set clk_io_pct 0.2

create_clock -name clk0 -period $clk_period [get_ports {clk}]

set non_clock_inputs [all_inputs -no_clocks]
set_input_delay [expr $clk_period * $clk_io_pct] -clock clk0 $non_clock_inputs
set_output_delay [expr $clk_period * $clk_io_pct] -clock clk0 [all_outputs]
[/design/flow/design.v]
`timescale 1ns / 1ps
module IF(
    input [31:0]dest,lastpc, 
    input error,jump,hazard,clk,rst,memhazard,  
    output reg[31:0]pc, npc, instr  
);
    reg [31:0]Inst_ram[31:0];
    reg [31:0]buffer[31:0];
    reg [1:0]state[31:0];
    always@(posedge clk or posedge rst)begin
        if(rst)begin
            buffer[0]<=32'd1;
            buffer[1]<=32'd2;
            buffer[2]<=32'd3;
            buffer[3]<=32'd4;
            buffer[4]<=32'd5;
            buffer[5]<=32'd6;
            buffer[6]<=32'd7;
            buffer[7]<=32'd8;
            buffer[8]<=32'd9;
            buffer[9]<=32'd10;
            buffer[10]<=32'd11;
            buffer[11]<=32'd12;
            buffer[12]<=32'd13;
            buffer[13]<=32'd14;
            buffer[14]<=32'd15;
            buffer[15]<=32'd16;
            buffer[16]<=32'd17;
            buffer[17]<=32'd18;            
            Inst_ram[0]<=32'b00000000000000000000100110110011;
            Inst_ram[1]<=32'b00000010000000000000100110010011;
            Inst_ram[2]<=32'b00000000000010011010100100000011;
            Inst_ram[3]<=32'b00000001001010010000100100110011;
            Inst_ram[4]<=32'b00000001111010010000100100010011;
            Inst_ram[5]<=32'b00000010000000000010101000000011;
            Inst_ram[6]<=32'b00000000000010010000101000110011;
            Inst_ram[7]<=32'b00000001010010100010000100100011;
            Inst_ram[8]<=32'b00000010000000000010101010000011;
            Inst_ram[9]<=32'b00000001010010101000101010110011;
            Inst_ram[10]<=32'b00011110010010101000101010010011;
            Inst_ram[11]<=32'b00001110000110010000100100010011;
            Inst_ram[12]<=32'b00000001001010101010000000100011;
            Inst_ram[13]<=32'b00000000000010101000101000000011;
            Inst_ram[14]<=32'b00000000000010100000101000110011;
            Inst_ram[15]<=32'b00000010000000000010101000000011;
            Inst_ram[16]<=32'b00000010000000000010101000000011;
            Inst_ram[17]<=32'b00000000000010101010101010000011;
            pc<=32'b0;
            npc<=32'b0;
            instr<=32'bx;
        end
        else if(memhazard==1'b1)begin
            pc<=pc;
            npc<=npc;
            instr<=instr;
        end
        else begin
            if(error==1'b1)begin 
                pc<=dest;
                npc<=buffer[dest];                
                instr<=Inst_ram[dest];
                if(jump==1'b1)begin 
                    if(state[lastpc]==2'b01)begin
                        state[lastpc]<=2'b10;
                        buffer[lastpc]<=dest;
                    end
                    else begin
                        state[lastpc]<=2'b01;
                    end
                end
                else begin  
                    if(state[lastpc]==2'b10)begin
                        state[lastpc]<=2'b01;
                        buffer[lastpc]<=dest;
                    end
                    else begin
                        state[lastpc]<=2'b10;
                    end
                end
            end
            else begin
                if(hazard==1'b1)begin
                    pc<=pc;
                    npc<=npc;
                    instr<=instr;
                end
                else begin
                    pc<=npc;
                    npc<=buffer[npc];
                    instr<=Inst_ram[npc];
                end
                if(jump==1'b1)begin
                    if(state[lastpc]==2'b10)state[lastpc]<=2'b11;
                end
                else if(jump==1'b0)begin
                    if(state[lastpc]==2'b01)state[lastpc]<=2'b00;
                end
            end
        end
    end
endmodule
==> impl_metrics.toml <==
# flow metrics
[status]
status = "completed"

[cts]
ctsHoldBuffers = 0
numCtsBuffers = 137
htree_levels = 4
clk_path_buf_depth = 3
postCtsSetupBuffers = 0
clk_latency_ns = 0.82
cts-root-buf = "clkbuf_16"
cts.sinks = 1171
cts_tree = "done"
cts.repair.resized = 0
clkTransAtPathRegs_ns = 0.06

[floorplan]
chip_area_um2 = 187000
die_x_um = 432
core_um2 = 183000
fp_util_pct = 30.3
rows = 157
die_h_um = 432
num_io_pins = 166

[detailed_routing]
vias = 46100
routed_wl_um = 259000
vias_per_cell = 6.34
drtIter0Drc = 5037
drc = 0
first_pass_iters = 8
routedWlPerCell_um = 35.7
ant_nets = 0

[place]
dpl.hpwl_um = 138000
gp_congestion = 0.995
io_buffers = 126
place_area_um2 = 60900

[pwr]
p_per_area_nw_per_um2 = 280
vdd_drop_max_v = 0.000201
leakagePower_nw = 26.5

[setup_path]
cp_slowest_stage_delay_ns = 0.79
path_buffers = 2
cp_data_arrival_time_ns = 5.94
critical_path_class = "in -> reg"
end_kind = "flop"
cpMaxStageDelayCell = "clkdlybuf4s50_1"
critPathTopFamily = "AND-OR/OR-AND gates"
crit_path_start_kind = "input pin"
crit_required_ns = 7.36
cp_cell_sequence = "clkdlybuf4s50_1 -> nand2_1 -> nor2_1 -> a2111oi_0 -> nand3_1 -> o22ai_2 -> and2_2 -> a32o_4 -> buf_4 -> mux2_2"
crit_fanout = 18

[grt]
grt_pass1_wl_um = 359000
track_usage_pct = 28.7
grt_pass1_vias = 46600
antenna_found_initial = 8
grt-ovfl-total = 0
grt_max_degree = 104

[logic_synthesis]
synth-main-ff-cell = "dfrtp_1"
synth-edff-count = 512
top_cell = "a22oi_1"
ys_top_cells_by_count = "946 x a22oi_1, 622 x dfrtp_1, 519 x nand2_1"
syn-instance-count = 4628
synth_top_area_share_pct = 28.0
async_flop_share_pct = 56.3
ys_seq_share_pct = 57.5
avgSynthCellArea_um2 = 12.0
ys_chip_area_um2 = 55500
yosys-stat-cells = 4628
synth_area_um2 = 55500
ys.flops = 1171
ys_warn_count = 452
yosys.area.top_type = "dfrtp_1"
ys_types = 76
top_cells_by_area = "dfrtp_1 28%, edfxtp_1 28%, a22oi_1 13%"

[layout]
postLayoutCellArea_um2 = 65500
drive_above_1_share_pct = 21.4
fill_cells = 17600
ff_latch_area_um2 = 31900
finish.utilization_pct = 35.7
logic_area_um2 = 22300
syn_to_final_growth_pct = 18.0

[timing]
layout_worst_path_cycle_share_pct = 78.8
fin_skew_ns = 0.0480
setup_viol = 0
slew_viol_final = 0
worst_slew_pin_slew_ns = 1.07
rsz0062_at_grt = "no"
fin_crit_ns = 5.28
fmax_ghz = 0.189
slew_headroom_pct = 28.7
hold_violations = 0

[job]
drv_cap = 0
openroad.warnings = 60

[worst_hold_path]
hold_path.class = "reg -> reg"
cells by family after synthesis:
| kind of cell | count (synthesis) | share of synthesized area, % |
|---|---|---|
| AOI/OAI and AO/OA | 1323 | 17.5 |
| adders and majority gates | 1 | 0.0180 |
| buffers and inverters | 466 | 3.66 |
| DFF | 1171 | 57.5 |
| muxes | 626 | 12.8 |
| other | 2 | 0.0135 |
| and+or+nand+nor | 1039 | 8.51 |
tightest hold or removal path: cells and delay by family, from the launching register on:
kind	cells	cell delay (ns)
and+or+nand+nor	2	0.10
DFF	1	0.34
layout make-up:
cell class              count  area share (%)
multi-input cells        3001            34.1
well taps                2464            4.70
flip-flops and latches   1171            48.7
diodes                     11          0.0420
repair buffers            343            5.35
inverters                  26           0.155
clock inverters            50           0.972
clock buffers             206            6.00
placed cells by master (no fill, tap or decap), types with 37 or more instances in the layout:
master and instances:
a22oi_1 946, dfrtp_1 622, nand2_1 519, edfxtp_1 512, mux2_2 405, buf_4 166, mux2_1 145, o21ai_0 142
clkbuf_16 139, clkdlybuf4s50_1 120, nor3_1 103, a21oi_1 82, nand4_1 80, nor2_4 73, nor2_1 67, nor4_1 62
nand3_1 53, buf_12 51, clkbuf_1 47, mux2i_1 45, dfstp_2 37
sequential cells by signal, indices dropped and copies added (netlist names), named ones only:
name	cells
buffer	1024
instr	19
npc	32
pc	32
per-stage QoR:
stage                      TNS, ns  total power, mW  instances  hold WS, ns  worst slack [ns]
after floorplan           -2290.52             9.45       4638        0.414             -3.62
after global placement           0             10.8       7005        0.459             0.773
after detailed placement         0             10.8       7005        0.464             0.731
after CTS                        0             18.3       7261        0.477              1.53
after global routing             0             18.9       7263        0.501              1.21
final                            0             18.4       7272        0.467              1.42
where the power goes:
| part | leakage (nW) | internal [mW] | switching [mW] |
|---|---|---|---|
| combinational | 10.8 | 0.867 | 1.70 |
| sequential | 13.5 | 7.88 | 0.301 |
| clock | 2.21 | 4.33 | 3.30 |
| total | 26.5 | 13.1 | 5.30 |
per-layer routing:
metal  vias to the layer above  part of all wire [%]  global-route usage, %  wire length, µm
li1                      18000                     -                      -                -
met1                     22400                    33                   31.1            84400
met2                      4344                    41                   39.1           106000
met3                      1299                    19                   23.0            48900
met4                        42                   7.3                   15.4            18800
met5                         -                  0.37                   4.27              963
path summary, 6_finish.rpt:
path | from | end | slack, ns | cells after the start
setup / recovery | lastpc[3] | buffer[7][29]$_DFFE_PP0P_ | 1.42 | 10
hold / removal | instr[13]$_DFFE_PP0P_ | instr[13]$_DFFE_PP0P_ | 0.47 | 2
setup reg to reg | npc[4]$_DFFE_PP0P_ | npc[3]$_DFFE_PP0P_ | 2.74 | 10
hold reg to reg | instr[13]$_DFFE_PP0P_ | instr[13]$_DFFE_PP0P_ | 0.47 | 2
max in group asynchronous | rst | buffer[10][12]$_DFFE_PP0P_ | 3.68 | 4
min in group asynchronous | rst | buffer[11][20]$_DFFE_PP0P_ | 1.16 | 2
Power and IR drop assume default switching activity.
