--- /design/flow/config.mk ---
export PLATFORM = sky130hd
export DESIGN_NAME = WB
export DESIGN_NICKNAME = WB
export VERILOG_FILES = /design/flow/design.v
export SDC_FILE = /design/flow/constraint.sdc
export NUM_CORES = 4
export LEC_CHECK = 1
export CORE_UTILIZATION = 50
--- /design/flow/run.sh ---
#!/bin/bash
# OpenROAD 26Q1-2900-gdf79404cd8, Yosys 0.63+post, stock flow scripts
make -C /OpenROAD-flow-scripts/flow DESIGN_CONFIG=/design/flow/config.mk WORK_HOME=/design/flow/orfs finish
--- /design/flow/constraint.sdc ---
current_design WB

set clk_period 14.8
set clk_io_pct 0.2

create_clock -name clk0 -period $clk_period [get_ports {clk}]

set non_clock_inputs [all_inputs -no_clocks]
set_input_delay [expr $clk_period * $clk_io_pct] -clock clk0 $non_clock_inputs
set_output_delay [expr $clk_period * $clk_io_pct] -clock clk0 [all_outputs]
--- /design/flow/design.v ---
`timescale 1ns / 1ps
module WB(
	input clk,memhazard,
	input wena, 
	input [4:0] rs1,rs2,wrd,
	input [31:0] wdata, 
	output reg [31:0] rd1,rd2
    );
	reg [31:0] rf[31:0]; 
	always @(posedge clk) begin
		if(memhazard==1'b1)begin
			rd1<=rd1;
			rd2<=rd2;
		end
		else begin
			if(wena) begin
				rf[wrd] <= wdata;
			end
			if(rs1==5'bx)rd1<=32'bx;
			else if(rs1==5'b0)rd1<=32'b0;
			else if(rs1==wrd)rd1<=wdata;
			else rd1<=rf[rs1];
			if(rs2==5'bx)rd2<=32'bx;
			else if(rs2==5'b0)rd2<=32'b0;
			else if(rs2==wrd)rd2<=wdata;
			else rd2<=rf[rs2];
		end
	end
endmodule
==> metrics.yaml <==
finish:
  syn_to_final_growth_pct: 13.0
  drive_gt1_share_pct: 22.0
  fill_cells: 7454
  fin_util_pct: 57.3
  seq_area_sq_um: 32700
  layout.cells.non_filler: 4541
  mostFrequentLayoutCell: "edfxtp_1"
  logic_area_sq_um: 17400
  final_cell_mix: "1088 x edfxtp_1, 456 x mux2i_1, 291 x mux4_2"
clock_network:
  ctsHoldBuffers: 0
  cts_buffers: 115
  cts_max_level: 3
  clk_pin_slew_ns: 0.06
  cts_root_buffer: "clkbuf_16"
  cts_resized: 0
  clock_path_buffers: 3
  cts_tree: "done"
  clock_latency_ns: 0.70
  post_cts_buffers: 0
  cts_sinks: 1088
setup_path:
  rrSetupSlack_ns: 12.41
  r2r-start: "rf[19][22]"
  rr_endpoint: "rd1[22]"
  required_ns: 15.23
  crit_end: "rd1[9]"
  crit_type: "input port to flop"
  path_max_fanout: 72
  cp_data_arrival_time_ns: 6.89
  r2r_cells: 5
  startpoint: "rs1[0]"
  end_kind: "flop"
  cp-start-kind: "input port"
power_and_ir_drop:
  swShare_pct: 22.9
  power.internal_w: 0.00537
  combPwrFrac_pct: 9.0
  switching_power_w: 0.00159
  finalPower_w: 0.00696
  p_clk_share_pct: 41.4
  power_leakage_nw: 19.2
  irDropWorstVdd_mv: 0.112
  power.density_nw_per_um2: 121
  power_frac_seq_pct: 49.7
global_route:
  grt_pass1_vias: 33692
  grtUsageTotal_pct: 37.3
  grt_pass1_wl_mm: 240
  grt_max_degree: 73
  grt_antenna_before_repair: 3
  overflow: 0
yosys:
  syn_inst: 2948
  syn_avg_cell_area_sq_um: 17.3
  synth-seq-cells: 1088
  synth-edff-count: 1088
  ys_cells: 2948
  async_reset_ff_share_pct: 0
  ff_type: "edfxtp_1"
  ys_warn_count: 1
  ys_seq_share_pct: 63.9
  yosysUniqueCellTypes: 58
  yosys-stat-area_sq_um: 51100
  synth_area_sq_um: 51100
placement:
  place.gp.congestion: 0.900
  portBuffers: 113
  dp_hpwl_mm: 95.4
  place_inst: 4322
die:
  fp_util_pct: 50.7
  ios: 114
  rows: 116
  die_y_um: 322
  chip_area_sq_um: 104000
  core_area_sq_um: 101000
  die_w_um: 322
routing:
  drt-total-wl_mm: 170
  viasPerCell: 6.84
  drt-wirelength-per-cell_um: 37.4
  drtAntennaViolNets: 0
  num_vias: 31073
  drt-initial-drc-count: 2309
  firstDrtPassIters: 5
  post-route-drc-count: 0
final_timing:
  min_period_ns: 6.45
  fin_crit_sh_pct: 43.6
  tightestPinTransition_ns: 0.936
  rsz0062_at_grt: "no"
  maxSlewHeadroom_pct: 37.5
  finalHoldViolations: 0
  skew_ns: 0.0272
  setup_violations: 0
  tns_ns: 0
  maxSlewViolCount: 0
  fmax_mhz: 155
hold_path:
  hp-class: "flop to flop"
  hold_start: "rf[10][31]"
  hold_path_depth: 3
job:
  warning_count: 27
  drv_cap: 0
outcome:
  status: "complete, no violations"
==> area by class of cell <==
cell class / count / share of cell area [%]
antenna: 4 / 0.0173
timing repair buffer: 252 / 3.81
clock buffer: 139 / 5.21
inverter: 3 / 0.0217
sequential: 1088 / 56.6
clock inverter: 76 / 1.27
tap: 1357 / 2.94
multi-input combinational: 1622 / 30.2
==> per-layer routing <==
metal	share of wire [%]	up-vias	GRT usage (%)
met5	0.30	-	4.49
met4	3.8	24	10.9
met3	20	400	32.3
met2	45	2497	51.0
met1	31	15400	44.6
li1	-	12752	-
==> worst min path at each step <==
stage                      to
final                 rd1[31]
after global routing  rd1[29]
after CTS             rd1[31]
==> sequential cells by signal, summed over array words and instances, names as in the netlist <==
register,cells
rd2,32
rf,1024
rd1,32
==> metrics by stage <==
stage,cell area (sq um),hold slack (ns),setup WS (ns)
6_report,57700,0.878,8.35
5_1_grt,57700,0.901,8.07
4_1_cts,57700,0.878,8.36
3_5_place_dp,54000,0.865,7.61
3_3_place_gp,54000,0.850,7.65
2_1_floorplan,51100,0.805,8.02
==> power by group through the flow <==
stage | Clock, W | Combinational [W] | Sequential (W)
CTS | 0.00290 | 0.000617 | 0.00346
finish | 0.00288 | 0.000624 | 0.00346
global route | 0.00303 | 0.000659 | 0.00346
==> cells in the mapped netlist (all sizes together), types with 10 or more instances <==
cell       n  area share, %
and2      15           0.18
mux4     302             13
a221o     18           0.35
xnor2     10           0.17
edfxtp  1088             64
nor2     117           0.86
mux2      40           0.88
nand2     58           0.43
buf      132            1.8
nor3b     16           0.24
o21bai    32           0.48
o221ai    53           0.91
mux2i    456            8.9
o21ai     44           0.43
a211oi    13           0.19
a22oi     13           0.19
nor4      13           0.16
a221oi    58            1.1
o22ai    124            1.5
nand3     12           0.12
clkbuf   103           0.76
a32o      31           0.61
a21oi     69           0.68
nor3      46           0.47
==> cells by family (layout without fill, tap and decap cells) <==
family | after synthesis | after routing | share of synthesized area [%]
AND-OR/OR-AND | 507 | 507 | 7.26
XOR/XNOR | 10 | 10 | 0.171
buffers and inverters | 238 | 470 | 2.58
flip-flops | 1088 | 1088 | 63.9
multiplexers | 798 | 798 | 23.2
other | 0 | 4 | 0
AND/OR/NAND/NOR | 307 | 307 | 2.86
==> worst max-delay path: stages <==
cell     delay [ns]
buf_8          0.41
buf_4          0.75
buf_12         0.54
buf_4          0.63
mux4_2         0.60
nor2_1         0.15
o22ai_1        0.11
nor4_1         0.35
a21oi_1        0.12
Power and IR drop assume default switching activity.
